===== flow/run.sh =====
#!/bin/bash
# OpenROAD 26Q1-2900-gdf79404cd8, Yosys 0.63+post, stock flow scripts
make -C /OpenROAD-flow-scripts/flow DESIGN_CONFIG=/design/flow/config.mk WORK_HOME=/design/flow/orfs finish

===== flow/config.mk =====
export PLATFORM = sky130hd
export DESIGN_NAME = reconfig_demo
export DESIGN_NICKNAME = reconfig_demo
export VERILOG_FILES = /design/flow/design.v
export SDC_FILE = /design/flow/constraint.sdc
export NUM_CORES = 4
export LEC_CHECK = 1
export CORE_AREA = 10 10 112 112
export DIE_AREA = 0 0 122 122

===== flow/constraint.sdc =====
current_design reconfig_demo

set clk_period 3.6
set clk_io_pct 0.2

create_clock -name clk0 -period $clk_period [get_ports {clk}]

set non_clock_inputs [all_inputs -no_clocks]
set_input_delay [expr $clk_period * $clk_io_pct] -clock clk0 $non_clock_inputs
set_output_delay [expr $clk_period * $clk_io_pct] -clock clk0 [all_outputs]

===== flow/design.v =====
module reconfig_demo(
    input wire clk,            
    input wire reset_n,        
    input wire spi_sck,        
    input wire spi_mosi,       
    input wire spi_ss,         
    output reg spi_miso,       
    output reg [3:0] led_out   
);
reg [1:0] sck_sync, mosi_sync, ss_sync;
always @(posedge clk or negedge reset_n) begin
    if (!reset_n) begin
        sck_sync <= 2'b00;
        mosi_sync <= 2'b00;
        ss_sync <= 2'b11;  
    end else begin
        sck_sync <= {sck_sync[0], spi_sck};
        mosi_sync <= {mosi_sync[0], spi_mosi};
        ss_sync <= {ss_sync[0], spi_ss};
    end
end
wire sck_rising = (sck_sync == 2'b01);
wire sck_falling = (sck_sync == 2'b10);
wire ss_active = (ss_sync[1] == 0);   
reg [2:0] bit_count;
reg [7:0] rx_byte;
reg byte_received;
always @(posedge clk or negedge reset_n) begin
    if (!reset_n) begin
        bit_count <= 0;
        rx_byte <= 8'b0;
        byte_received <= 0;
    end else if (!ss_active) begin
        bit_count <= 0;
        byte_received <= 0;
    end else if (sck_rising) begin
        rx_byte <= {rx_byte[6:0], mosi_sync[1]};
        bit_count <= bit_count + 1;
        if (bit_count == 7) begin
            byte_received <= 1;
            bit_count <= 0;
        end else begin
            byte_received <= 0;
        end
    end else begin
        byte_received <= 0;
    end
end
reg [1:0] logic_function;   
reg [1:0] input_a, input_b;
reg [1:0] result;
always @(posedge clk or negedge reset_n) begin
    if (!reset_n) begin
        logic_function <= 2'b00;
        input_a <= 2'b00;
        input_b <= 2'b00;
    end else if (byte_received) begin
        case (rx_byte[7:6])
            2'b00: logic_function <= rx_byte[1:0];    
            2'b01: input_a <= rx_byte[1:0];           
            2'b10: input_b <= rx_byte[1:0];
            2'b11: ;  
        endcase
    end
end
always @(*) begin
    case (logic_function)
        2'b00: result = input_a & input_b;      
        2'b01: result = input_a | input_b;      
        2'b10: result = input_a ^ input_b;      
        2'b11: result = ~(input_a & input_b);   
        default: result = 2'b00;
    endcase
end
reg [7:0] tx_byte;
reg [2:0] tx_bit_count;
reg ss_sync_d;
always @(posedge clk or negedge reset_n) begin
    if (!reset_n) ss_sync_d <= 1'b1;
    else ss_sync_d <= ss_sync[1];
end
wire ss_falling_edge = (ss_sync_d == 1'b1) && (ss_sync[1] == 1'b0);
always @(posedge clk or negedge reset_n) begin
    if (!reset_n) begin
        tx_byte <= 8'b0;
        tx_bit_count <= 0;
        spi_miso <= 1'b0;
    end else if (ss_falling_edge) begin
		  tx_byte <= {2'b00, logic_function, result, 2'b00};
        tx_bit_count <= 0;
        spi_miso <= tx_byte[7];   
    end else if (ss_active && sck_falling) begin
        tx_byte <= {tx_byte[6:0], 1'b0};   
        tx_bit_count <= tx_bit_count + 1;
        spi_miso <= tx_byte[6];
    end else if (ss_sync[1] == 1) begin
        spi_miso <= 1'b0;
        tx_bit_count <= 0;
    end
end
always @(posedge clk or negedge reset_n) begin
    if (!reset_n) begin
        led_out <= 4'b0000;
    end else begin
		  led_out <= {result, logic_function};
    end
end
endmodule

==> job_summary.md <==
### Metrics collected by this job

| Metric | Value |
|---|---|
| Fillers | `1,093` |
| Initial drt markers | `55` |
| Switch share | `about a fifth` |
| Max Cap Viol | `0` |
| # diodes | `0` |
| Crit. path cell count | `1` |
| Final Util | `18.7%` |
| Clock tree buffer depth | `2` |
| Mapped Area | `roughly 0.0015 mm^2` |
| Core area | `between 0.01 and 0.015 mm^2` |
| Ys flops | `36` |
| Gr ovfl total | `0` |
| Post-synth top flop | `dfrtp_1` |
| Int Pwr | `0.733 mW` |
| Setup TNS | `0 ns` |
| Startpoint Class | `flip-flop` |
| Io pins | `10` |
| Root Buffer | `clkbuf_8` |
| Post-synth ARST share | `approximately 100%` |
| Clk slew on worst S/H paths | `0.07 ns` |
| CP max FO | `2` |
| DR DRC count | `0` |
| Max Slew Vio Count | `0` |
| P_sw | `around 0.19 mW` |
| TritonCTS clock tree | `yes` |
| Crit path max-delay family | `buffers and inverters` |
| Unique cell types | `30` |
| Cell Chain, Critical Path | `clkdlybuf4s50_1` |
| Post-synth EDFFs | `0` |
| Synthesized instance count | `roughly 110` |
| Die Ht | `around 120 um` |
| Final ANT Viol Nets | `0` |
| Die width | `approximately 120 um` |
| DR WL/cell | `between 9 and 10 um` |
| Synth top cells by count | `33 x dfrtp_1, 15 x mux2_2, 9 x nand2_1, 6 x ha_1, 5 x inv_1` |
| Worst Max-Slew Pin Slew | `about 0.44 ns` |
| Fp util | `about 15%` |
| Largest net degree at the start of global routing | `37` |
| Clk latency late pin | `~0.28 ns` |
| Worst Path Buf+Inv | `1` |
| Synth-to-Final Area Change | `25.1%` |
| Final Hold Fails | `0` |
| Synth top area share | `between 50% and 60%` |
| Part of the power in registers | `51.9%` |
| Logic pwr share | `under 10%` |
| Period utilization | `about half` |
| Slew Limit Headroom | `between 70% and 80%` |
| H-tree Lvls | `2` |
| Yosys Chip Area | `about 0.0015 mm^2` |
| Total global-route track usage | `between 3 and 4%` |
| Average size of a mapped cell | `around 14 um^2` |
| Post-CTS Resized | `0` |
| Routing usage on met3 | `under 10%` |
| Met2 Usage GRT | `around 4.7%` |
| # Cells Yosys | `112` |
| Initial antenna violation count | `0` |
| Final setup viols | `0` |
| Register share after synthesis | `approximately 60%` |
| Required @ worst endpoint | `approximately 2.9 ns` |
| Port Buffers | `9` |
| GPL Wtd Cong | `around 0.76` |
| Met1 Use GR | `about 4.2%` |
| Final wirelength | `approximately 2400 um` |
| Top cells by area | `dfrtp_1 54%, mux2_2 11%, dfstp_2 5.2%, ha_1 4.9%, nand2_1 2.2%` |
| Worst VDD drop | `between 150 and 200 uV` |
| Routed vias/inst | `approximately 3.3` |
| Slowest stage delay, CP | `0.46 ns` |
| Hold path depth | `0` |
| Global-route wire length before repair | `about 3900 um` |
| Fraction of layout cells with a size suffix above 1 | `about a quarter` |
| RSZ-0062 raised after global routing | `no` |
| Leak pwr | `between 0.8 and 0.9 nW` |
| Syn. warnings | `1` |
| TritonRoute pass-1 iters | `4` |
| Slowest library cell on the worst path | `clkdlybuf4s50_1` |
| CP endpoint kind | `output pin` |
| WS Path Type | `reg -> out` |
| Worst min-delay path category | `reg -> reg` |
| Skew final | `approximately 0.0065 ns` |
| DIE AREA | `around 0.015 mm^2` |
| FF-to-FF path depth | `3` |
| Final Critical Period | `between 1.5 and 2 ns` |
| Flop2flop setup slack | `2.22 ns` |
| CTS Hold Buffers Added | `0` |
| CP arrival | `1.08 ns` |
| Status | `finished clean` |
| HPWL Detailed | `1660 um` |
| Row Count | `37` |
| GR peak layer | `met2` |
| Cts bufs inserted | `5` |
| Vias | `872` |
| Log Warnings | `27` |
| FMAX | `between 0.5 and 0.6 GHz` |
| Clock power share | `41.1%` |
| Clk sinks | `36` |
| Power per Cell Area | `between 400 and 500 mW/mm^2` |
| Post-CTS Setup Inserts | `0` |
| Yosys top cell by area | `dfrtp_1` |
| Vias in the first global route | `861` |
| Yosys top cell by instances | `dfrtp_1` |
-- registers in the layout, summed over array words and instances, names as in the netlist --
signal	flops
input_b	2
sck_sync	2
bit_count	3
input_a	2
byte_received	1
ss_sync	2
ss_sync_d	1
led_out	4
rx_byte	8
logic_function	2
tx_byte	6
mosi_sync	2
spi_miso	1
-- cell type report --
type	instances	area (um^2)	area share (%)
Clock inverter	1	30.0	1.57
Multi-Input combinational cell	69	594	31.1
Sequential cell	36	905	47.3
Tap cell	136	170	8.90
Clock buffer	7	96.3	5.04
Timing Repair Buffer	10	97.6	5.10
Inverter	5	18.8	0.982
-- worst register-to-register path, delay by kind of cell, from the launching register on --
family / cells / cell delay (ns)
AOI/OAI and AO/OA: 2 / 0.45
DFF: 1 / 0.72
and+or+nand+nor: 1 / 0.11
-- routing by layer --
layer	routed length (um)	up-vias
met4	50	0
li1	-	425
met1	1120	422
met3	228	6
met5	0	-
met2	986	19
-- layout by cell type (no fill, tap or decap), types with 4 or more instances in the layout --
cell type and n:
dfrtp_1 33, mux2_2 15, nand2_1 9, clkdlybuf4s50_1 9, clkbuf_8 7, ha_1 6
inv_1 5, nor2_1 4
-- cells by family after synthesis --
group                    after synthesis  synth area share, %
multiplexers                          19                 14.8
flip-flops                            36                 59.2
AND-OR/OR-AND                         16                 7.95
AND/OR/NAND/NOR                       28                 11.2
adder cells (fa/ha/maj)                6                 4.91
buffers and inverters                  7                 1.88
-- power groups by stage --
stage	logic [mW]	clock network (mW)	registers (mW)
after CTS	0.0670	0.389	0.480
after global routing	0.0736	0.411	0.486
final	0.0650	0.380	0.480
-- final timing paths --
path,startpoint,to
min in group asynchronous,reset_n,led_out[1]
worst max-delay path,spi_miso,spi_miso
worst min-delay path,mosi_sync[0],mosi_sync[1]
worst min register to register,mosi_sync[0],mosi_sync[1]
max in group asynchronous,reset_n,ss_sync_d
worst max register to register,ss_sync[1],tx_byte[3]
-- per-stage QoR --
stage / cells / instance area [um^2] / hold slack (ns) / setup slack, ns / power, mW
finish: 264 / 1910 / 0.351 / 1.80 / 0.925
global route: 264 / 1910 / 0.366 / 1.76 / 0.970
CTS: 264 / 1910 / 0.354 / 1.79 / 0.936
detailed placement: 256 / 1790 / 0.337 / 2.07 / 0.555
global placement: 256 / 1790 / 0.336 / 2.08 / 0.551
floorplan: 112 / 1530 / 0.331 / 2.33 / 0.525
Power and IR drop assume default switching activity.
